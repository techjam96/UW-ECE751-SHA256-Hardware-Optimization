File: flow/run.sh
#!/bin/bash
# OpenROAD 26Q1-2900-gdf79404cd8, Yosys 0.63+post, stock flow scripts
make -C /OpenROAD-flow-scripts/flow DESIGN_CONFIG=/design/flow/config.mk WORK_HOME=/design/flow/orfs finish
File: flow/design.v
`timescale 1ns / 1ps
`timescale 1ns / 1ps
module e0 (x, y);
    input [31:0] x;
    output [31:0] y;
    assign y = {x[1:0],x[31:2]} ^ {x[12:0],x[31:13]} ^ {x[21:0],x[31:22]};
endmodule
module e1 (x, y);
    input [31:0] x;
    output [31:0] y;
    assign y = {x[5:0],x[31:6]} ^ {x[10:0],x[31:11]} ^ {x[24:0],x[31:25]};
endmodule
module s0 (x, y);
    input [31:0] x;
    output [31:0] y;
    assign y[31:29] = x[6:4] ^ x[17:15];
    assign y[28:0] = {x[3:0], x[31:7]} ^ {x[14:0],x[31:18]} ^ x[31:3];
endmodule
module s1 (x, y);
    input [31:0] x;
    output [31:0] y;
    assign y[31:22] = x[16:7] ^ x[18:9];
    assign y[21:0] = {x[6:0],x[31:17]} ^ {x[8:0],x[31:19]} ^ x[31:10];
endmodule
module ch (x, y, z, o);
    input [31:0] x, y, z;
    output [31:0] o;
    assign o = (x & y) ^ (!x & z);
endmodule
module maj (x, y, z, o);
    input [31:0] x, y, z;
    output [31:0] o;
    assign o = (x & y) ^ (x & z) ^ (y & z);
endmodule
module message(
    input wire clk,
    input wire [511:0] block_i,
             input wire busy_i,
             input wire load_i,
    output wire [31:0] w_out
    );
    reg [31:0] w_mem[0:15];
    reg [31:0] w_mem00_new, w_mem01_new, w_mem02_new, w_mem03_new, w_mem04_new, w_mem05_new, w_mem06_new, w_mem07_new; 
    reg [31:0] w_mem08_new, w_mem09_new, w_mem10_new, w_mem11_new ,w_mem12_new, w_mem13_new, w_mem14_new, w_mem15_new;
    reg[31:0] w_new;
    reg[31:0] h0, h1, h2, h0_new, h1_new;
always @(posedge clk)
    begin    
        w_mem[00] <= w_mem00_new;
        w_mem[01] <= w_mem01_new;
        w_mem[02] <= w_mem02_new;
        w_mem[03] <= w_mem03_new;
        w_mem[04] <= w_mem04_new;
        w_mem[05] <= w_mem05_new;
        w_mem[06] <= w_mem06_new;
        w_mem[07] <= w_mem07_new;
        w_mem[08] <= w_mem08_new;
        w_mem[09] <= w_mem09_new;
        w_mem[10] <= w_mem10_new;
        w_mem[11] <= w_mem11_new;
        w_mem[12] <= w_mem12_new;
        w_mem[13] <= w_mem13_new;
        w_mem[14] <= w_mem14_new;
        w_mem[15] <= w_mem15_new;
        h0 <= h0_new;
        h1 <= h1_new;
    end
    assign w_out = w_mem[0];
always @*
    begin : W_update
        reg[31:0] w00, w01, w09, w14,sigma1, sigma0;    
        w_mem00_new = 0;
        w_mem01_new = 0;
        w_mem02_new = 0;
        w_mem03_new = 0;
        w_mem04_new = 0;
        w_mem05_new = 0;
        w_mem06_new = 0;
        w_mem07_new = 0;
        w_mem08_new = 0;
        w_mem09_new = 0;
        w_mem10_new = 0;
        w_mem11_new = 0;
        w_mem12_new = 0;
        w_mem13_new = 0;
        w_mem14_new = 0;
        w_mem15_new = 0;
        w00 = w_mem[00];   
        w01 = w_mem[01];   
        w09 = w_mem[09];   
        w14 = w_mem[14];  
        w_new = h0 + h1;
    if(load_i)
        begin
            w_mem00_new = block_i[511:480];
            w_mem01_new = block_i[479:448];
            w_mem02_new = block_i[447:416];
            w_mem03_new = block_i[415:384];
            w_mem04_new = block_i[383:352];
            w_mem05_new = block_i[351:320];
            w_mem06_new = block_i[319:288];
            w_mem07_new = block_i[287:256];
            w_mem08_new = block_i[255:224];
            w_mem09_new = block_i[223:192];
            w_mem10_new = block_i[191:160];
            w_mem11_new = block_i[159:128];
            w_mem12_new = block_i[127:96];
            w_mem13_new = block_i[95:64];
            w_mem14_new = block_i[63:32];
            w_mem15_new = block_i[31:0];
            w00 = block_i[511:480];
            w01 = block_i[479:448];
            w09 = block_i[223:192];
            w14 = block_i[63:32];
        end
        else if(busy_i)
            begin
            w_mem00_new = w_mem[01];
            w_mem01_new = w_mem[02];
            w_mem02_new = w_mem[03];
            w_mem03_new = w_mem[04];
            w_mem04_new = w_mem[05];
            w_mem05_new = w_mem[06];
            w_mem06_new = w_mem[07];
            w_mem07_new = w_mem[08];
            w_mem08_new = w_mem[09];
            w_mem09_new = w_mem[10];
            w_mem10_new = w_mem[11];
            w_mem11_new = w_mem[12];
            w_mem12_new = w_mem[13];
            w_mem13_new = w_mem[14];
            w_mem14_new = w_mem[15];
            w_mem15_new = w_new;
         end
         sigma0 = {w01[ 6: 0], w01[31: 7]} ^ {w01[17: 0], w01[31:18]} ^ {3'h0, w01[31: 3]};
         sigma1 = {w14[16: 0], w14[31:17]} ^ {w14[18: 0], w14[31:19]} ^ {10'h0, w14[31:10]};
         h0_new = sigma0 + w00;
         h1_new = sigma1 + w09;
     end
endmodule
File: flow/constraint.sdc
current_design message

set clk_period 20.5
set clk_io_pct 0.2

create_clock -name clk0 -period $clk_period [get_ports {clk}]

set non_clock_inputs [all_inputs -no_clocks]
set_input_delay [expr $clk_period * $clk_io_pct] -clock clk0 $non_clock_inputs
set_output_delay [expr $clk_period * $clk_io_pct] -clock clk0 [all_outputs]
File: flow/config.mk
export PLATFORM = sky130hd
export DESIGN_NAME = message
export DESIGN_NICKNAME = message
export VERILOG_FILES = /design/flow/design.v
export SDC_FILE = /design/flow/constraint.sdc
export NUM_CORES = 4
export LEC_CHECK = 1
export CORE_UTILIZATION = 30
==> qor.log <==
[logic_synthesis] number of instances in the synthesized netlist 2472
[clock_tree] post-CTS sizing 0
[critical_path] CP Class primary input to flip-flop
[critical_path] worst-path maximum fanout 171
[floorplanning] number of top-level pins 547
[flow_run] tally of OpenROAD warnings 40
[run_status] result of the run finished, final reports clean
[clock_tree] Setup Fix Bufs, Post-CTS 0
[cells_and_area] highest-count logic cell in the final layout sky130_fd_sc_hd__dfxtp_1
[final_timing] total setup violations reported at the end of the flow 0
[grt] pin count of the biggest net entering global routing 172
[cells_and_area] area growth from synthesis to layout 34.56%
[detailed_routing] drc violations 0
[logic_synthesis] Cell Area, Synth 24820 µm²
[cells_and_area] fraction of layout instances using a drive strength above 1 0.06557
[grt] first-pass GRT wire length 132300 µm
[logic_synthesis] dominant synthesized flop cell sky130_fd_sc_hd__dfxtp_1
[pwr] overall power after layout 3.941 mW
[final_timing] post-route fraction of the period consumed by the critical path 0.4191
[detailed_routing] wire length per cell 23.69 µm
[critical_path] required time at the endpoint of the critical path 21.02 ns
[placement] Detail Placement HPWL 75040 µm
[detailed_routing] drt first pass iters 5
[detailed_routing] first-iteration detailed-routing DRC count 1563
[floorplanning] total number of placement rows 105
[floorplanning] core area 81980 µm²
[final_timing] headroom to the max-slew limit 0.4529
[clock_tree] post-CTS clock slew at the launch and capture registers of the worst setup and hold paths 0.06 ns
[grt] global-route total usage across every layer 0.2263
[final_timing] number of failing hold endpoints at the final stage 0
[detailed_routing] Routed WL 96280 µm
[flow_run] Max Cap Violations 0
[grt] number of global-route vias before repair 19190
[logic_synthesis] number of warnings printed during yosys synthesis 2
[final_timing] Slew @ Worst Pin 0.8189 ns
[final_timing] unrepaired setup endpoints after global routing false
[clock_tree] Late-Pin Clk Latency 0.62 ns
[clock_tree] CTS Hold Bufs 0
[logic_synthesis] Flops after synth 576
[critical_path] worst path arrival time 9.11 ns
[final_timing] worst setup skew after layout 0.02469 ns
[logic_synthesis] Avg Inst Size Synth 10.04 µm²
[hold_path] Hold WC Path Type flip-flop to flip-flop
[logic_synthesis] library cells used by synthesis 61
[placement] count of port buffers added during placement 546
[final_timing] count of pins over their slew limit 0
[floorplanning] die extent in y 289.6 µm
[clock_tree] worst-case clock buffer depth 3
[logic_synthesis] yosys stat cell total 2472
[floorplanning] fp util 0.3027
[logic_synthesis] sequential element share of the synthesized area 0.4647
[logic_synthesis] proportion of synthesized flip-flops having asynchronous set or reset 0
[clock_tree] Root Buffer Master sky130_fd_sc_hd__clkbuf_16
[placement] final weighted congestion of routability-driven global placement 0.9468
[detailed_routing] remaining number of nets flagged by the antenna check after routing 0
[floorplanning] full die area 83870 µm²
[final_timing] Highest Clock Rate 116.4 MHz
[clock_tree] CTS tree built
[clock_tree] number of buffers added by the clock tree synthesis step 66
[grt] initial antenna violation count 10
[logic_synthesis] YS chip area 24820 µm²
[floorplanning] die width 289.6 µm
[logic_synthesis] count of flip-flops with a built-in enable after synthesis 0
[cells_and_area] most frequent cells in the layout sky130_fd_sc_hd__dfxtp_1 (576), sky130_fd_sc_hd__clkdlybuf4s50_1 (544), sky130_fd_sc_hd__a22o_1 (427), sky130_fd_sc_hd__nand2_1 (255), sky130_fd_sc_hd__o21ai_0 (188)
[pwr] power density over the cells 118.0 nW/µm²
[critical_path] kind of capture point of the worst setup path flip-flop
[grt] aggregate global routing overflow 0
[clock_tree] H-tree depth 3
[critical_path] Setup crit start kind primary input
[detailed_routing] Via density 4.936
[final_timing] minimum period implied by the final worst setup slack 8.591 ns
[pwr] Static Leak 13.43 nW
[detailed_routing] via count of the routed design 20060
[clock_tree] number of clock sinks seen by CTS 576
[pwr] Max IR drop VDD 0.00006034 V
[final_timing] post-route setup TNS 0 ns
## per-stage QoR
step,setup WS (ns),instance area [µm²],instances,hold WS [ns],utilization
global route,11.64,33390,4064,0.4350,0.4073
detailed placement,11.43,31180,3942,0.4209,0.3804
CTS,12.06,33380,4059,0.4115,0.4072
finish,11.91,33390,4065,0.4162,0.4073
global placement,11.43,31180,3942,0.4187,0.3804
floorplan,12.57,24820,2472,0.4159,-
## layer usage
layer | vias to the layer above | GRT usage | routed length (µm)
met5 | - | 0 | 38
met4 | 6 | 0.06322 | 2967
met3 | 129 | 0.05000 | 6221
met2 | 642 | 0.3656 | 46220
met1 | 9330 | 0.3095 | 40840
li1 | 9957 | - | -
## worst paths after layout
check                     from          end  slack [ns]  cells past startpoint
hold reg to reg    w_mem[5][0]  w_mem[4][0]        0.42                      1
setup / recovery        load_i       h1[26]       11.91                     16
hold / removal     w_mem[5][0]  w_mem[4][0]        0.42                      1
setup reg to reg  w_mem[1][18]       h0[20]       16.60                     13
## logic make-up after synthesis
group                      synth area share
buffers and inverters               0.02783
DFF                                  0.4647
adders and majority gates           0.04931
xor gates and xnor gates            0.09529
AOI/OAI and AO/OA                    0.2604
and+or+nand+nor                     0.06917
muxes                               0.03338
## synth_stat cells (all sizes together) (21+ instances only)
| master | number | share of area |
|---|---|---|
| clkbuf | 141 | 0.021 |
| buf | 21 | 0.0035 |
| mux2 | 62 | 0.028 |
| xnor2 | 177 | 0.062 |
| nand2 | 255 | 0.039 |
| a21o | 49 | 0.015 |
| dfxtp | 576 | 0.46 |
| o21ai | 193 | 0.039 |
| xor2 | 93 | 0.033 |
| a21oi | 95 | 0.019 |
| nor2 | 51 | 0.0077 |
| a22o | 427 | 0.15 |
| ha | 93 | 0.047 |
## power by group
part           leakage (nW)  internal, mW  switching (mW)
clock network          1.07         0.690           0.499
registers              4.83          1.30           0.129
logic                  7.53         0.585           0.742
total                  13.4          2.57            1.37
## registers in the layout, summed over array words and instances (netlist names)
register	count
w_mem	512
h1	32
h0	32
## critical path, cell delays in order
cell and delay, ns:
sky130_fd_sc_hd__buf_8 0.51, sky130_fd_sc_hd__buf_12 0.54, sky130_fd_sc_hd__buf_12 0.51, sky130_fd_sc_hd__nor2b_1 0.13, sky130_fd_sc_hd__a21oi_1 0.35, sky130_fd_sc_hd__xnor2_1 0.13
sky130_fd_sc_hd__ha_1 0.26, sky130_fd_sc_hd__fa_1 0.49, sky130_fd_sc_hd__a211oi_1 0.34, sky130_fd_sc_hd__o21ai_0 0.15, sky130_fd_sc_hd__a21oi_1 0.29, sky130_fd_sc_hd__nor4_1 0.16
sky130_fd_sc_hd__a21oi_2 0.30, sky130_fd_sc_hd__o21bai_1 0.14, sky130_fd_sc_hd__a41oi_1 0.26, sky130_fd_sc_hd__xnor2_1 0.14
## cell type report
class,instances,area (µm²)
clock buffers,89,1838
well taps,1070,1339
diodes,6,15.01
multi-input cells,1714,12600
repair buffers,562,5635
fillers,7922,48590
inverters,20,75.07
flip-flops and latches,576,11530
clock inverters,28,357.8
Power is estimated from default activity; no workload was simulated.
