$ cat design/flow/config.mk
export PLATFORM = sky130hd
export DESIGN_NAME = test
export DESIGN_NICKNAME = test
export VERILOG_FILES = /design/flow/design.v
export SDC_FILE = /design/flow/constraint.sdc
export NUM_CORES = 4
export LEC_CHECK = 1
export CORE_AREA = 10 10 229 229
export DIE_AREA = 0 0 239 239
$ cat design/flow/run.sh
#!/bin/bash
# OpenROAD 26Q1-2900-gdf79404cd8, Yosys 0.63+post, stock flow scripts
make -C /OpenROAD-flow-scripts/flow DESIGN_CONFIG=/design/flow/config.mk WORK_HOME=/design/flow/orfs finish
$ cat design/flow/design.v
module test(valid_digits,chars, data_block);
  parameter MAX_CHAR_CNT = 8;  
  input [MAX_CHAR_CNT-1:0] valid_digits; 
  input [8*MAX_CHAR_CNT-1:0] chars;
  output reg [511:0] data_block;  
  wire [511:0] data_lines [MAX_CHAR_CNT-1:0];
  genvar i;
  integer x;
  generate
	for (i=0; i<MAX_CHAR_CNT; i=i+1) begin:DATA
      assign data_lines[i] = {chars[8*(i+1)-1:0], 8'h1, {(512-8*(2+i)){1'b0}}};
	end
  endgenerate
  always @(*) begin:CONN
    data_block = 0;
    for (x=0; x<MAX_CHAR_CNT; x=x+1) begin
		if (valid_digits == (9'b1<<(x+1))-1) data_block = data_lines[x];
    end
  end
endmodule
$ cat design/flow/constraint.sdc
current_design test

set clk_period 9.1
set clk_io_pct 0.2

create_clock -name clk0 -period $clk_period

set non_clock_inputs [all_inputs -no_clocks]
set_input_delay [expr $clk_period * $clk_io_pct] -clock clk0 $non_clock_inputs
set_output_delay [expr $clk_period * $clk_io_pct] -clock clk0 [all_outputs]
==> run notes <==
Implementation run completed; key figures follow.

Outcome:
- The run finished with clean final reports.

Route:
- The run puts the DRC violation count after routing at 0.
- The run gives the diode insertion count for antenna repair as 0.
- Nets still carrying antenna violations after routing amount to 0.
- After the first detailed-routing iteration, the DRC count stood at 501.
- The run puts the detailed-route via count at 5124.
- Before antenna repair, the detailed router went through 5 iterations.
- Using the TritonRoute via totals, the vias-per-cell ratio works out to 3.262.
- In the final routed layout, each cell accounts on average for 17.95 µm.
- The run puts the wire length reported by the detailed router at 28200 µm.

Critical path:
- The run gives the critical path capture point type as a primary output.
- The run gives the arrival time of the worst setup path as 5.36 ns.
- The run gives the worst path required time as 7.28 ns.
- The run gives the critical path startpoint category as an input pin.
- The run gives the worst-path maximum fanout as 35.
- The run gives the path type of the worst setup path as in2out.

Yosys:
- The biggest area contributor in the post-synthesis netlist is buf_4.
- Per the post-synthesis report, the number of cells in the design is 858.
- Synthesis instantiated 54 different standard cells from the library.
- The synthesis report lists the most area-consuming cells as buf_4, mux2i_1, mux2_2, o21ai_0, a21oi_1.
- The area recorded from the Yosys report for this design is 6011 µm².
- In the Yosys report, the sequential cells make up 0% of the chip area.
- In this run the cell area of the synthesized design comes to 6011 µm².
- Dividing the synthesized area by the synthesized cell count gives 7.006 µm².
- By instance count, the leading cell after synthesis is buf_4.
- The run puts the yosys warning tally at 1.
- The run puts the count of instantiated cells in the yosys netlist at 858.
- The run puts the proportion of netlist area held by the largest area contributor at 55.95%.
- Ranked by instance count, the synthesized netlist is headed by buf_4, mux2i_1, o21ai_0, a21oi_1, nor2_1.

Cells and area:
- The run gives the final standard cell count with taps included and fillers excluded as 1571.
- The run gives the sequential cell count as 0.
- The run gives the storage element area as 0 µm².
- The final layout report lists a clock buffer count of 0.
- Once layout is complete, the utilization of the core stands at 13.29%.
- The run gives the synthesis-to-finish area growth as 5.142%.
- The post-route netlist has 3.452% of its cells at a drive strength greater than 1.
- The run gives the final standard cell area without fillers as 6320 µm².

Clock network:
- The run gives the total of cells resized after clock tree synthesis as 0.
- After clock tree synthesis, the flow added hold-fix buffers numbering 0.
- The run gives the post-CTS setup-driven buffer insertion count as 0.

Flow run:
- The run puts the stage-log warning count at 32.
- The run puts the max-capacitance violation count at 0.

Pwr:
- The run puts the worst supply voltage drop on vdd at 12.18 µV.
- The run gives the power density relative to cell area as 25.45 nW/µm².
- The analysis attributes to cell leakage a power of 2.866 nW.
- The run gives the total design power as 0.1608 mW.

STA:
- Adding up every negative setup slack in the final design gives 0 ns.
- Setup repair after global routing left no endpoint under its margin.
- The run gives the share of the cycle needed by the critical path after routing as 78.88%.
- In this build the clock could be raised as far as 0.1393 GHz.
- The run gives the relative max-transition margin as 44.49%.
- The run gives the number of hold violations in the final report as 0.
- The run puts the final number of max-transition violations at 0.
- The run puts the pin slew with the least headroom to its limit at 0.8301 ns.
- For the finished layout, the period the worst path requires is 7.178 ns.
- The worst path meets setup with 1.922 ns of slack.
- The run gives the final count of negative-setup-slack endpoints as 0.
- The run puts the final-layout worst hold slack at 4.488 ns.

Place:
- The run puts the post-DP HPWL at 24690 µm.
- The run gives the instance area at placement as 6320 µm².
- The buffer_ports step reported a buffer count of 137.
- The run puts the instance count after placement with tap cells included at 1571.
- Timing analysis after detailed placement gives a worst setup slack of 2.076 ns.
- The run puts the weighted congestion reported at the end of routability-driven placement at 0.9262.

Min path:
- The run gives the type of the most critical hold path as in2out.

Floorplan:
- The run puts the die area at 57120 µm².
- The run puts the horizontal die dimension at 239 µm.
- The run puts the floorplan utilization at 12.64%.
- The run gives the placeable core area as 47550 µm².
- The run puts the number of placement rows at 80.
- The run puts the die height at 239 µm.
- The run puts the I/O pin count at 584.

Global routing:
- The via count of the first global-routing pass is 5311.
- The run puts the global-route total usage across every layer at 8.832%.
- Entering global routing, the biggest net connects 56 pins.
- The run puts the remaining global-route overflow at 0.
- The run gives the first-pass GRT wire length as 37880 µm.
- The run puts the initial antenna violation count at 10.
==> area by class of cell <==
type | instances | area [µm²]
Fill cell | 5510 | 41230
Inverter | 6 | 22.52
Multi-Input combinational cell | 806 | 4109
Tap cell | 615 | 769.5
Timing Repair Buffer | 144 | 1419
==> cells by family (layout without fill, tap and decap cells) <==
family	count (synthesis)	in the layout	synth area share [%]
AOI/OAI and AO/OA	164	164	18.01
muxes	62	62	10.70
other	1	447	0.06239
and+or+nand+nor	133	133	11.74
buffers and inverters	498	150	59.49
==> metal layers <==
metal / up-vias / track usage (%) / wire length [µm]
met4: 12 / 1.370 / 473
met5: - / 0 / 71
li1: 2230 / - / -
met1: 2384 / 11.25 / 11330
met3: 41 / 2.865 / 3090
met2: 457 / 14.53 / 13230
==> power breakdown <==
part	total [mW]	internal, mW	switching, mW
sequential	0	0	0
combinational	0.161	0.0644	0.0965
clock	0	0	0
==> layout by cell type (no fill, tap or decap), types with 9 or more instances in the layout <==
cell             count
a21oi_1             32
a22oi_1             21
and2_1              10
clkdlybuf4s50_1    136
conb_1             447
mux2_2              18
mux2i_1             44
nand2_1             23
nand3_1             12
nor2_1              32
nor2b_1             10
nor3_1              13
o21ai_0             37
o22ai_1              9
==> final timing paths <==
path | endpoint | cells after the start | startpoint
worst min-delay path | data_block[489] | 4 | valid_digits[7]
worst max-delay path | data_block[473] | 8 | valid_digits[2]
==> critical path, stage by stage <==
cell	delay, ns
clkdlybuf4s50_1	0.46
buf_4	0.36
and4_1	0.60
nand3_1	0.68
inv_2	0.52
a22oi_1	0.14
o21ai_0	0.19
clkdlybuf4s50_1	0.56
Power is estimated from default activity; no workload was simulated.
