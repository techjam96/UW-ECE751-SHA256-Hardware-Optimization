`flow/config.mk`:
```
export PLATFORM = sky130hd
export DESIGN_NAME = adder32bit
export DESIGN_NICKNAME = adder32bit
export VERILOG_FILES = /design/flow/design.v
export SDC_FILE = /design/flow/constraint.sdc
export NUM_CORES = 4
export LEC_CHECK = 1
export CORE_AREA = 10 10 103 103
export DIE_AREA = 0 0 113 113
```
`flow/constraint.sdc`:
```
current_design adder32bit

set clk_period 30.2
set clk_io_pct 0.2

create_clock -name clk0 -period $clk_period

set non_clock_inputs [all_inputs -no_clocks]
set_input_delay [expr $clk_period * $clk_io_pct] -clock clk0 $non_clock_inputs
set_output_delay [expr $clk_period * $clk_io_pct] -clock clk0 [all_outputs]
```
`flow/design.v`:
```
`timescale 1ns / 1ps
module adder32bit(
    input [31:0] in1,  
    input [31:0] in2,  
    output [31:0] sum  
    );
    wire carry[30:0];
    reg[0:0] i=0;  
    reg[0:0] carryout;  
 onebitadder a0 (in1[0],in2[0],i,sum[0],carry[0]);
 onebitadder a1 (in1[1],in2[1],carry[0],sum[1],carry[1]);
 onebitadder a2 (in1[2],in2[2],carry[1],sum[2],carry[2]);
 onebitadder a3 (in1[3],in2[3],carry[2],sum[3],carry[3]);
 onebitadder a4 (in1[4],in2[4],carry[3],sum[4],carry[4]);
 onebitadder a5 (in1[5],in2[5],carry[4],sum[5],carry[5]);
 onebitadder a6 (in1[6],in2[6],carry[5],sum[6],carry[6]);
 onebitadder a7 (in1[7],in2[7],carry[6],sum[7],carry[7]);
 onebitadder a8 (in1[8],in2[8],carry[7],sum[8],carry[8]);
 onebitadder a9 (in1[9],in2[9],carry[8],sum[9],carry[9]);
 onebitadder a10 (in1[10],in2[10],carry[9],sum[10],carry[10]);
 onebitadder a11 (in1[11],in2[11],carry[10],sum[11],carry[11]);
 onebitadder a12 (in1[12],in2[12],carry[11],sum[12],carry[12]);
 onebitadder a13 (in1[13],in2[13],carry[12],sum[13],carry[13]);
 onebitadder a14 (in1[14],in2[14],carry[13],sum[14],carry[14]);
 onebitadder a15 (in1[15],in2[15],carry[14],sum[15],carry[15]);
 onebitadder a16 (in1[16],in2[16],carry[15],sum[16],carry[16]);
 onebitadder a17 (in1[17],in2[17],carry[16],sum[17],carry[17]);
 onebitadder a18 (in1[18],in2[18],carry[17],sum[18],carry[18]);
onebitadder a19 (in1[19],in2[19],carry[18],sum[19],carry[19]);
 onebitadder a20 (in1[20],in2[20],carry[19],sum[20],carry[20]);
onebitadder a21 (in1[21],in2[21],carry[20],sum[21],carry[21]);
onebitadder a22 (in1[22],in2[22],carry[21],sum[22],carry[22]);
onebitadder a23 (in1[23],in2[23],carry[22],sum[23],carry[23]);
onebitadder a24 (in1[24],in2[24],carry[23],sum[24],carry[24]);
onebitadder a25 (in1[25],in2[25],carry[24],sum[25],carry[25]);
onebitadder a26 (in1[26],in2[26],carry[25],sum[26],carry[26]);
onebitadder a27 (in1[27],in2[27],carry[26],sum[27],carry[27]);
onebitadder a28 (in1[28],in2[28],carry[27],sum[28],carry[28]);
onebitadder a29 (in1[29],in2[29],carry[28],sum[29],carry[29]);
onebitadder a30 (in1[30],in2[30],carry[29],sum[30],carry[30]);
onebitadder a31 (in1[31],in2[31],carry[30],sum[31],carryout);
endmodule
`timescale 1ns / 1ps
module onebitadder(
    input [0:0] x,   
    input [0:0] y,   
    input [0:0] c_in1,  
    output [0:0] sum1,  
    output [0:0] cout1  
    );
    reg sum1, cout1 ;
    always @(*)
    {cout1, sum1}= x+y+c_in1 ;
endmodule
```
`flow/run.sh`:
```
#!/bin/bash
# OpenROAD 26Q1-2900-gdf79404cd8, Yosys 0.63+post, stock flow scripts
make -C /OpenROAD-flow-scripts/flow DESIGN_CONFIG=/design/flow/config.mk WORK_HOME=/design/flow/orfs finish
```
==> results.sh <==
# physical design summary
export IMPL_power_density_nw_per_um2=20.1
export IMPL_final_core_util_pct=21.1
export IMPL_hp_start="in2[0]"
export IMPL_drtAntennaViolNets=0
export IMPL_dpl_hpwl_um=3240
export IMPL_top_area_cell="fa_1"
export IMPL_ir_worst_vdd_mv=0.00685
export IMPL_cts_hold_buf=0
export IMPL_antenna_found_initial=0
export IMPL_synth_top_area_share_pct=67.0
export IMPL_warnings=32
export IMPL_end_kind="output port"
export IMPL_grt_pass1_wl_um=5160
export IMPL_setup_worst_path_start="in1[0]"
export IMPL_grt_max_degree=2
export IMPL_die_w_um=113
export IMPL_fmax_ghz=0.0399
export IMPL_dr_pass1_iters=4
export IMPL_worst_slew_pin_slew_ns=0.149
export IMPL_required_ns=24.16
export IMPL_leakagePower_uw=0.000643
export IMPL_hp_class="in2out"
export IMPL_fp_util_pct=10.8
export IMPL_grt_pass1_vias=880
export IMPL_vias=707
export IMPL_status="finished, final reports clean"
export IMPL_routabilityCongestion=0.756
export IMPL_cp_arrival_ns=19.04
export IMPL_ys_sh_adder_pct=68.4
export IMPL_finalSetupTns_ns=0
export IMPL_wire_per_inst_um=13.8
export IMPL_cts_setup_buffers=0
export IMPL_rsz0062_at_grt="no"
export IMPL_crit_slowest_cell="clkdlybuf4s50_1"
export IMPL_combGateArea_um2=637
export IMPL_setup_viol=0
export IMPL_track_usage_pct=5.12
export IMPL_numPortBuffers=96
export IMPL_synthCells=69
export IMPL_fillers=907
export IMPL_boundaryPins=96
export IMPL_syn_mean_instance_area_um2=13.0
export IMPL_rows=33
export IMPL_period_minus_slack_ns=25.08
export IMPL_ys_cells=69
export IMPL_nClkBuffers=0
export IMPL_critPathMaxFanout=1
export IMPL_ys_sh_simple_pct=0
export IMPL_startpoint_type="input port"
export IMPL_area_growth_pct=95.1
export IMPL_cts_resized=0
export IMPL_die_h_um=113
export IMPL_seq_area_um2=0
export IMPL_ys_sh_xor_pct=2.65
export IMPL_finalHoldViolations=0
export IMPL_drive_above_1_share_pct=0
export IMPL_drt_iter0_drc=8
export IMPL_core_area_um2=8300
export IMPL_yosys_area_um2=896
export IMPL_yosys_mux_area_fraction_pct=0
export IMPL_synth_seq_share_pct=0
export IMPL_criticalPathCategory="in2out"
export IMPL_drc=0
export IMPL_synthTopLogicFamily="adder cells"
export IMPL_synth_distinct_cells=5
export IMPL_yosys_area_share_aoi_pct=0
export IMPL_avgViaCountPerCell=2.97
export IMPL_die_area_um2=12800
export IMPL_finalCritPeriodShare_pct=83.1
export IMPL_synth_area_um2=896
export IMPL_insertedDiodeCount=0
export IMPL_path_common_cell="fa_1"
export IMPL_flops=0
export IMPL_relSlewSlack_pct=90.0
export IMPL_cap_violations=0
export IMPL_globalRouteOverflowTotal=0
export IMPL_maxSlewViolCount=0
export IMPL_area_leaders="fa_1 (67%), buf_4 (27%), xor3_1 (2.7%), inv_1 (2.1%), ha_1 (1.4%)"
export IMPL_wl_um=3290
export IMPL_cp_endpoint="sum[31]"
export IMPL_ys_warnings_count=2
export IMPL_holdPathStages=3
export IMPL_critPathMaxStageDelay_ns=0.47
-- cell type report --
type | instances | share of cell area [%]
Multi-Input combinational cell | 32 | 36.4
Tap cell | 105 | 7.52
Inverter | 5 | 1.07
Timing Repair Buffer | 96 | 55.0
-- Yosys cell counts (all sizes together) --
| cell type | instances |
|---|---|
| inv | 5 |
| fa | 30 |
| buf | 32 |
| ha | 1 |
| xor3 | 1 |
-- layout by cell type, fill, tap and decap left out --
cell | Yosys | layout
clkdlybuf4s50_1 | 0 | 96
fa_1 | 30 | 30
inv_1 | 5 | 5
xor3_1 | 1 | 1
ha_1 | 1 | 1
-- per-stage QoR --
stage	area [µm²]	power (µW)	instances	setup slack [ns]	hold WS, ns
2_1_floorplan	896	17.0	69	6.41	12.25
3_3_place_gp	1750	36.1	238	5.09	13.12
3_5_place_dp	1750	36.2	238	5.06	13.13
4_1_cts	1750	36.4	238	5.05	13.13
5_1_grt	1750	39.8	238	4.63	13.15
6_report	1750	35.1	238	5.12	13.11
-- cell families after synthesis --
logic type	Yosys count
XOR/XNOR	1
buffers and inverters	37
adder cells (fa/ha/maj)	31
-- routing by layer --
metal / global-route usage, % / share of wire [%]
met3: 4.91 / 28
met1: 6.30 / 39
met4: 0 / 0
met5: 0 / 0
met2: 6.76 / 32
-- worst max-delay path, delay by kind of cell --
family                     cells  cell delay [ns]
xor gates and xnor gates       1             0.20
adders and majority gates     31            11.79
buffers and inverters          4             0.99
-- worst min path at each step --
| stage | endpoint | slack, ns |
|---|---|---|
| final | sum[0] | 13.11 |
| after global routing | sum[0] | 13.15 |
| after CTS | sum[0] | 13.13 |
-- where the power goes --
part / total, µW / internal (µW) / switching, µW
clock: 0 / 0 / 0
combinational: 35.1 / 25.9 / 9.21
sequential: 0 / 0 / 0
Power figures rest on the tool's default switching activity, not on a simulated workload.
